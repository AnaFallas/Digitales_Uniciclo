===== /design/flow/config.mk =====
export PLATFORM = sky130hd
export DESIGN_NAME = extend
export DESIGN_NICKNAME = extend
export VERILOG_FILES = /design/flow/design.v
export SDC_FILE = /design/flow/constraint.sdc
export NUM_CORES = 4
export LEC_CHECK = 1
export CORE_AREA = 10 10 70 70
export DIE_AREA = 0 0 80 80

===== /design/flow/run.sh =====
#!/bin/bash
# OpenROAD 26Q1-2900-gdf79404cd8, Yosys 0.63+post, stock flow scripts
make -C /OpenROAD-flow-scripts/flow DESIGN_CONFIG=/design/flow/config.mk WORK_HOME=/design/flow/orfs finish

===== /design/flow/design.v =====
module extend(
    input  [1:0]        sel,
    input [31:0]        A,
    output logic [31:0] Q
);
    always_comb begin
        case (sel)
            2'b00: Q = { {20{A[31]}},A[31:20] } ; 
            2'b01: Q = { {20{A[31]}},A[31:25], A[11:7]  }; 
            2'b10: Q = { {20{A[31]}},A[31], A[7], A[30:25], A[11:8] , 1'b0  };  
            2'b11: Q = 32'hDEADBEEF;
        endcase
    end
endmodule

===== /design/flow/constraint.sdc =====
current_design extend

set clk_period 1.0
set clk_io_pct 0.2

create_clock -name clk0 -period $clk_period

set non_clock_inputs [all_inputs -no_clocks]
set_input_delay [expr $clk_period * $clk_io_pct] -clock clk0 $non_clock_inputs
set_output_delay [expr $clk_period * $clk_io_pct] -clock clk0 [all_outputs]

==> run_summary.xml <==
<?xml version="1.0" encoding="UTF-8"?>
<metrics>
  <group name="final_timing">
    <metric name="tns" unit="ns">-6.261</metric>
    <metric name="timing.fmax" unit="MHz">770.6</metric>
    <metric name="max_slew.worst_pin.slew" unit="ns">0.1599</metric>
    <metric name="slew_viol_final" unit="">0</metric>
    <metric name="report.final.setup_viol" unit="">30</metric>
    <metric name="holdWs" unit="ns">0.7548</metric>
    <metric name="rsz0062_at_grt" unit="">true</metric>
    <metric name="layout_min_cycle_time" unit="ns">1.298</metric>
    <metric name="final_min_period_over_clock_period" unit="">1.298</metric>
    <metric name="layout_setup_ws" unit="ns">-0.2977</metric>
    <metric name="finalHoldViolCount" unit="">0</metric>
    <metric name="worst_slew_margin_rel" unit="">0.8903</metric>
  </group>
  <group name="setup_path">
    <metric name="setup.worst_path.start" unit="">sel[1]</metric>
    <metric name="crit_arrival" unit="ns">1.10</metric>
    <metric name="cp_max_fo" unit="">4</metric>
    <metric name="critical_path.endpoint_type" unit="">output port</metric>
    <metric name="crit_path_start_kind" unit="">input pin</metric>
    <metric name="cp_data_required_time" unit="ns">0.80</metric>
    <metric name="crit_path_max_incr_delay" unit="ns">0.12</metric>
    <metric name="worst_path_dominant_cell_family" unit="">buffers and inverters</metric>
    <metric name="critPathMostFrequentCell" unit="">buf_6</metric>
    <metric name="worstSetupPathType" unit="">in -&gt; out</metric>
    <metric name="critical_path.slowest_cell" unit="">buf_6</metric>
    <metric name="critPathBufInv" unit="">7</metric>
    <metric name="cp_cell_instances" unit="">buf_6 -&gt; buf_6 -&gt; buf_12 -&gt; nand2_8 -&gt; buf_12 -&gt; nand2b_4 -&gt; buf_6 -&gt; buf_6 -&gt; buf_6</metric>
  </group>
  <group name="floorplan">
    <metric name="core.rowCount" unit="">21</metric>
    <metric name="floorplan.core_area" unit="um2">3416</metric>
    <metric name="die_h" unit="um">80</metric>
    <metric name="floorplan.io_pins" unit="">66</metric>
    <metric name="pre_place_util" unit="">0.09707</metric>
    <metric name="design.die.area" unit="um2">6400</metric>
    <metric name="die_width" unit="um">80</metric>
  </group>
  <group name="synthesis">
    <metric name="yosys.stat.chipArea" unit="um2">331.6</metric>
    <metric name="topCellsByArea" unit="">buf_4, nand2b_1, mux2_4</metric>
    <metric name="yosys-stat-cells" unit="">45</metric>
    <metric name="yosys.area.top_type_share" unit="">0.4075</metric>
    <metric name="synth.cell_area" unit="um2">331.6</metric>
    <metric name="synth.distinct_cells" unit="">14</metric>
    <metric name="synthesis.area_per_instance" unit="um2">7.368</metric>
    <metric name="synthDominantAreaCellType" unit="">buf_4</metric>
    <metric name="synth-seq-area-share" unit="">0</metric>
    <metric name="synth.cells.most_frequent" unit="">buf_4, nand2b_1, mux2_4, o22a_1</metric>
    <metric name="yosys_warnings" unit="">1</metric>
    <metric name="top_cell" unit="">buf_4</metric>
    <metric name="netlist_instances" unit="">45</metric>
  </group>
  <group name="run">
    <metric name="openroad.warnings" unit="">49</metric>
    <metric name="timing.max_cap.violations" unit="">0</metric>
  </group>
  <group name="global_routing">
    <metric name="grt_pass1_vias" unit="">590</metric>
    <metric name="antenna_found_initial" unit="">0</metric>
    <metric name="grt_start_max_net_pins" unit="">5</metric>
    <metric name="grt_util_all_layers" unit="">0.05749</metric>
    <metric name="global_route_wire_length_before_repair" unit="mm">3.063</metric>
    <metric name="grt_remaining_overflow" unit="">0</metric>
  </group>
  <group name="power">
    <metric name="power.leakage" unit="nW">0.5748</metric>
    <metric name="ir_drop" unit="mV">0.1421</metric>
    <metric name="power_density" unit="nW/um2">435.8</metric>
    <metric name="total_power" unit="mW">0.4864</metric>
  </group>
  <group name="drt">
    <metric name="via_density_per_instance" unit="">3.417</metric>
    <metric name="ant_nets" unit="">0</metric>
    <metric name="number_of_antenna_cells_inserted" unit="">0</metric>
    <metric name="route.vias.total" unit="">516</metric>
    <metric name="drc_errors" unit="">0</metric>
    <metric name="detail_route.iter0.violations" unit="">5</metric>
    <metric name="drtPass1Iterations" unit="">2</metric>
    <metric name="wl_per_cell" unit="um">13.21</metric>
    <metric name="finalWirelength" unit="mm">1.995</metric>
  </group>
  <group name="place">
    <metric name="portBuffers" unit="">51</metric>
    <metric name="hpwl" unit="mm">1.382</metric>
    <metric name="place.gp.congestion" unit="">0.7659</metric>
    <metric name="place_area" unit="um2">790.8</metric>
    <metric name="place.detailed.instances" unit="">127</metric>
    <metric name="dp_worst_setup_slack" unit="ns">-0.9319</metric>
  </group>
  <group name="cells_and_area">
    <metric name="area_growth_syn_to_layout" unit="%">236.6</metric>
    <metric name="fin_util" unit="">0.3267</metric>
    <metric name="postLayoutCellArea" unit="um2">1116</metric>
    <metric name="nClkBuffers" unit="">0</metric>
    <metric name="numSequentialCells" unit="">0</metric>
    <metric name="layout-drive-gt1-share" unit="">0.7714</metric>
    <metric name="layout.cells.non_filler" unit="">151</metric>
    <metric name="area.sequential" unit="um2">0</metric>
  </group>
  <group name="status">
    <metric name="status" unit="">finished with violations</metric>
    <metric name="violations_in_the_final_reports" unit="">negative setup slack</metric>
  </group>
  <group name="worst_hold_path">
    <metric name="hold_path.startpoint" unit="">A[27]</metric>
    <metric name="hp-class" unit="">in -&gt; out</metric>
  </group>
</metrics>
-- per-layer routing --
metal	share of wire	up-vias	global-route usage
li1	-	252	-
met1	0.46	229	0.06987
met2	0.45	35	0.1027
met3	0.091	0	0.01705
met4	0	0	0
met5	0	-	0
-- tightest hold or removal path: cells and delay by family --
| family | cells | cell delay (ns) |
|---|---|---|
| and+or+nand+nor | 1 | 0.09 |
| buffers and inverters | 2 | 0.27 |
-- area by class of cell --
cell class	count	area, um2
multi-input combinational	25	282.8
tap	46	57.56
timing repair buffer	79	772.0
fill	353	2300
inverter	1	3.754
-- logic make-up after synthesis --
| group | after synthesis | synth area share |
|---|---|---|
| buffers and inverters | 21 | 0.4679 |
| and+or+nand+nor | 13 | 0.2226 |
| AOI/OAI and AO/OA | 7 | 0.1434 |
| muxes | 4 | 0.1660 |
-- final timing paths --
path,cells after the start,end
setup / recovery,9,Q[28]
hold / removal,3,Q[7]
-- layout by cell type, fill, tap and decap left out --
cell type and instances:
a21oi_2 1, and2_4 2, buf_12 2, buf_2 11, buf_4 7, buf_6 43, dlygate4sd2_1 16, inv_1 1
mux2_4 3, mux2i_1 1, nand2_8 1, nand2b_1 2, nand2b_4 7, nor2_4 2, o21ai_2 2, o22a_1 3
o22ai_1 1
-- power by group --
part,internal [mW],leakage [nW],switching (mW)
clock,0,0,0
combinational,0.343,0.575,0.143
sequential,0,0,0
-- repair_timing --
item                       CTS  global route
setup endpoints to repair   32            31
setup buffers               23             6
gates resized              173            25
pin swaps                    9             3
gates cloned                 2             0
hold buffers                 0             0
No activity file was given, so power comes from the tool's default toggle rates.
